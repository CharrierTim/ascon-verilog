## flow/constraint.sdc

```tcl
current_design counter

set clk_period 2.3
set clk_io_pct 0.2

create_clock -name clk0 -period $clk_period [get_ports {clock}]

set non_clock_inputs [all_inputs -no_clocks]
set_input_delay [expr $clk_period * $clk_io_pct] -clock clk0 $non_clock_inputs
set_output_delay [expr $clk_period * $clk_io_pct] -clock clk0 [all_outputs]
```

## flow/design.v

```verilog
`timescale 1ns / 1ps
package ascon_pkg;
    typedef logic [63:0] t_state_array[0:4];
    typedef logic [7:0] t_constant_addition[0:11];
    typedef logic [7:0] t_substitution[0:31];
    localparam t_constant_addition C_LUT_ADDITION = '{
        8'hF0,
        8'hE1,
        8'hD2,
        8'hC3,
        8'hB4,
        8'hA5,
        8'h96,
        8'h87,
        8'h78,
        8'h69,
        8'h5A,
        8'h4B
    };
    localparam t_substitution C_LUT_SBOX = '{
        8'h04,
        8'h0B,
        8'h1F,
        8'h14,
        8'h1A,
        8'h15,
        8'h09,
        8'h02,
        8'h1B,
        8'h05,
        8'h08,
        8'h12,
        8'h1D,
        8'h03,
        8'h06,
        8'h1C,
        8'h1E,
        8'h13,
        8'h07,
        8'h0E,
        8'h00,
        8'h0D,
        8'h11,
        8'h18,
        8'h10,
        8'h0C,
        8'h01,
        8'h19,
        8'h16,
        8'h0A,
        8'h0F,
        8'h17
    };
endpackage : ascon_pkg
`timescale 1ns / 1ps
module counter #(
    parameter integer G_DATA_WIDTH = 8,                         
    parameter integer G_COUNT_FROM = 0,                         
    parameter integer G_COUNT_TO   = 2 ** (G_DATA_WIDTH - 1),   
    parameter integer G_STEP       = 1                          
) (
    input  logic                    clock,          
    input  logic                    reset_n,        
    input  logic                    count_enable,   
    output logic [G_DATA_WIDTH-1:0] count           
);
    always @(posedge clock or negedge reset_n) begin
        if (!reset_n) count <= G_COUNT_FROM[G_DATA_WIDTH-1:0];
        else if (count_enable) begin
            if (count >= G_COUNT_TO[G_DATA_WIDTH-1:0]) count <= G_COUNT_FROM[G_DATA_WIDTH-1:0];
            else count <= count + G_STEP[G_DATA_WIDTH-1:0];
        end
    end
endmodule
```

## flow/run.sh

```bash
#!/bin/bash
# OpenROAD 26Q1-2900-gdf79404cd8, Yosys 0.63+post, stock flow scripts
make -C /OpenROAD-flow-scripts/flow DESIGN_CONFIG=/design/flow/config.mk WORK_HOME=/design/flow/orfs finish
```

## flow/config.mk

```make
export PLATFORM = sky130hd
export DESIGN_NAME = counter
export DESIGN_NICKNAME = counter
export VERILOG_FILES = /design/flow/design.v
export SDC_FILE = /design/flow/constraint.sdc
export NUM_CORES = 4
export LEC_CHECK = 1
export CORE_AREA = 10 10 70 70
export DIE_AREA = 0 0 80 80
export SYNTH_HDL_FRONTEND = slang
```

==> changes_impl.md <==
### Physical design

* Outcome: finished clean
* Area of placed instances at 568 sq um
* Largest net degree at the start of global routing at 10
* H-tree levels at 1
* FF+latch count, synth at 8
* Post-layout min period at 1.71 ns
* Final worst slack at 0.593 ns
* Initial antenna violation count at 0
* CP Max Fanout at 9
* IO Port Bufs at 10
* Row cnt at 21
* Pre-CTS setup slack at 0.528 ns
* Finished Layout Cells at 99
* CTS buffer count at 3
* Max cap viols at 0
* Required @ worst endpoint at 1.84 ns
* Clk Tree Root Cell: clkbuf_4
* Seq share, synth at 0.479
* Later-pin clock latency in the skew report at 0.26 ns
* Simple share at 0.177
* Largest register by flop count: count
* Fmax at 586 MHz
* CP Capture Type: output port
* YS chip area at 418 sq um
* CP Cell Sequence: clkdlybuf4s50_1
* Max reg flops at 8
* Leakage power at 0.241 nW
* Post-route ant nets at 0
* Fill cells at 397
* CTS tree: built
* TritonRoute pass-1 iters at 4
* Post-synth ARST share at 1.00
* Post-CTS Setup Inserts at 0
* RSZ-0062 raised after global routing: no
* Post-Route WL at 1010 um
* Dpl hpwl at approximately 790 um
* DR WL/cell at 10.2 um
* Number of global-route vias before repair at 310
* Most numerous logic cell after layout: clkdlybuf4s50_1
* Post-route design area at 591 sq um
* Yosys synthesis warning count at 0
* Primary FF master, synth: dfrtp_1
* Largest delay share family, worst path: buffers and inverters
* Tool warning count at 27
* Tot Pwr at 0.556 mW
* Synthesized cell area at 418 sq um
* Worst relative slew slack at 0.741
* WP data arrival at 1.25 ns
* Clk slew on worst S/H paths at about 0.060 ns
* Post-cts resize count at 0
* Total grt overflow at 0
* Core area at 3420 sq um
* RD Place Congestion at just under 0.8
* Hold Fails Final Rpt at 0
* DRC Markers at 0
* Synthesized area per cell at 10.2 sq um
* Max-slew violations at 0
* Number of enable flip-flop cells at 0
* Register Area at 200 sq um
* Hold WS at about 0.49 ns
* Die Width at 80 um
* Final setup fails at 0
* Crit path buf inv count at 1
* Final period util at 0.742
* Worst setup SP type: flop
* Hold_buf cts at 0
* Worst path slowest cell: clkdlybuf4s50_1
* Top non-seq family: AND-OR/OR-AND gates
* N_diodes at 0
* Proportion of layout cells with a drive suffix above 1 at 0.0755
* Final core utilization at 0.173
* Ys cells at approximately 40
* Adder Share, Synth at 0.0599
* Slew @ Worst Pin at 0.387 ns
* Die area at 6400 sq um
* Max Root-Sink Buffers at 2
* Pwr dens at 942 nW/um^2
* Sum Neg Setup Slack at 0 ns
* Via/cell ratio at 3.41
* Sinks on Clock Net at 8
* Number of distinct library cells after synthesis at 22
* First-pass GRT wire length at 1550 um
* Ports at 11
* Largest regs: count: 8 flops
* Slowest cell delay on critical path at between 0.5 and 0.6 ns
* Mapped Cells at 41
* Area Overhead vs Synth at 41.3%
* Clk_skew at 0.00378 ns
* Drt initial violations at 6
* Compound-cell area share of the yosys netlist at 0.192
* Worst hold path type: primary input to async pin
* Global-route usage over all layers at 0.0319
* Routed via count at 338
* XOR/XNOR Fraction of Synth Area at 0
* Most numerous logic cells after layout: 10 x clkdlybuf4s50_1, 8 x dfrtp_1, 4 x nand2_1
* Comb area at 199 sq um
* Init Core Util at 0.122
* Worst vdd ir at about 0.37 mV
* DP Cell Count at between 90 and 100
* Multiplexer share at 0.0479
* Crit Path Class: flop to output port
* Die H at ~80 um
metal layers:
metal  wire [um]  GRT usage
met2         394     0.0393
met3          91     0.0205
met4           6    0.00352
met1         513     0.0459
met5           0          0
kinds of logic (layout without fill, tap and decap cells):
logic type                 count (synthesis)  in the layout
AOI/OAI and AO/OA                         12             12
adders and majority gates                  2              2
buffers and inverters                      4             16
DFF                                        8              8
muxes                                      2              2
and+or+nand+nor                           13             13
path summary, 6_finish.rpt:
kind | from | end | slack [ns] | cells after the start
max reg2reg | count[1]$_DFFE_PN0P_ | count[6]$_DFFE_PN0P_ | 1.03 | 4
min | reset_n | count[4]$_DFFE_PN0P_ | 0.49 | 1
max in group asynchronous | reset_n | count[0]$_DFFE_PN0P_ | 1.53 | 1
min reg2reg | count[6]$_DFFE_PN0P_ | count[6]$_DFFE_PN0P_ | 0.53 | 1
max | count[7]$_DFFE_PN0P_ | count[7] | 0.59 | 1
min in group clk0 | count[6]$_DFFE_PN0P_ | count[6]$_DFFE_PN0P_ | 0.53 | 1
Yosys cell counts (2+ instances only):
master	instances	area share
dfrtp_1	8	0.48
inv_1	3	0.027
o21ai_1	3	0.036
nand2b_1	2	0.030
nand3_1	2	0.024
mux2i_1	2	0.048
ha_1	2	0.060
nand2_1	4	0.036
o21ai_0	2	0.024
layout make-up:
cell class	instances	area share
Sequential cell	8	0.339
Timing Repair Buffer	10	0.169
Clock buffer	3	0.0381
Inverter	3	0.0191
Multi-Input combinational cell	29	0.337
Tap cell	46	0.0975
where the power goes:
part	total [mW]	switching [mW]	internal, mW
clock network	0.109	0.0493	0.0598
logic	0.195	0.0665	0.129
registers	0.252	0.0635	0.189
total	0.556	0.179	0.377
Power figures rest on the tool's default switching activity, not on a simulated workload.
