`design.v`:
```
`timescale 1ns / 1ps
package ascon_pkg;
    typedef logic [63:0] t_state_array[0:4];
    typedef logic [7:0] t_constant_addition[0:11];
    typedef logic [7:0] t_substitution[0:31];
    localparam t_constant_addition C_LUT_ADDITION = '{
        8'hF0,
        8'hE1,
        8'hD2,
        8'hC3,
        8'hB4,
        8'hA5,
        8'h96,
        8'h87,
        8'h78,
        8'h69,
        8'h5A,
        8'h4B
    };
    localparam t_substitution C_LUT_SBOX = '{
        8'h04,
        8'h0B,
        8'h1F,
        8'h14,
        8'h1A,
        8'h15,
        8'h09,
        8'h02,
        8'h1B,
        8'h05,
        8'h08,
        8'h12,
        8'h1D,
        8'h03,
        8'h06,
        8'h1C,
        8'h1E,
        8'h13,
        8'h07,
        8'h0E,
        8'h00,
        8'h0D,
        8'h11,
        8'h18,
        8'h10,
        8'h0C,
        8'h01,
        8'h19,
        8'h16,
        8'h0A,
        8'h0F,
        8'h17
    };
endpackage : ascon_pkg
`timescale 1ns / 1ps
module adder #(
    parameter integer G_DATA_WIDTH = 4   
) (
    input  logic unsigned [G_DATA_WIDTH-1:0] X,    
    input  logic unsigned [G_DATA_WIDTH-1:0] Y,    
    output logic unsigned [  G_DATA_WIDTH:0] SUM   
);
    assign SUM = X + Y;
endmodule
```
`run.sh`:
```
#!/bin/bash
# OpenROAD 26Q1-2900-gdf79404cd8, Yosys 0.63+post, stock flow scripts
make -C /OpenROAD-flow-scripts/flow DESIGN_CONFIG=/design/flow/config.mk WORK_HOME=/design/flow/orfs finish
```
`config.mk`:
```
export PLATFORM = sky130hd
export DESIGN_NAME = adder
export DESIGN_NICKNAME = adder
export VERILOG_FILES = /design/flow/design.v
export SDC_FILE = /design/flow/constraint.sdc
export NUM_CORES = 4
export LEC_CHECK = 1
export CORE_AREA = 10 10 70 70
export DIE_AREA = 0 0 80 80
export SYNTH_HDL_FRONTEND = slang
```
`constraint.sdc`:
```
current_design adder

set clk_period 3.2
set clk_io_pct 0.2

create_clock -name clk0 -period $clk_period

set non_clock_inputs [all_inputs -no_clocks]
set_input_delay [expr $clk_period * $clk_io_pct] -clock clk0 $non_clock_inputs
set_output_delay [expr $clk_period * $clk_io_pct] -clock clk0 [all_outputs]
```
==> Changelog: implementation <==
## Implementation

* Top cells by area, synth: ha_1 37%, fa_1 15%, xnor2_1 13%, inv_1 11%, a21oi_2 6.4%
* Mapped Area at 136 um2
* Psw at 0.0000132 W
* CP Max Fanout at 2
* Drt wl/cell at approximately 7.0 um
* Initial antenna violation count at 0
* Critical path launch point: X[0]
* Utilization after layout at 9.63%
* FF+latch area at 0 um2
* GR Util All Layers at 1.48%
* Setup ws final at 0.138 ns
* Pre-CTS setup slack at roughly 0.048 ns
* Yosys top cell by area: ha_1
* Die width at ~80 um
* Cells in synth_stat.txt at 16
* Sw Ratio at between 20% and 30%
* Final hold slack at roughly 2.3 ns
* Vias in the first global route at about 160
* Drt drc at 0
* Mapped Cells at 16
* Crit Path Class: in -> out
* Total die area at about 0.0064 mm2
* Max Cap Violations at 0
* Pins over their slew limit at 0
* Clock power share at 0%
* WHS Path Cells at 3
* Max VDD drop at about 0.022 mV
* Final hold violation count at 0
* Comb pwr share at 100.0%
* Largest net degree at the start of global routing at 4
* Initial DRC count at 0
* Ports at 13
* Synth top cells by count: 4 x ha_1, 4 x inv_1, 2 x xnor2_1
* Crit path DRT at between 2 and 3 ns
* Chip Area, Yosys at about 140 um2
* Post-DRT Antenna Nets at 0
* Area grow syn2layout at 141%
* Slew headroom at roughly 91%
* Placed Area at about 320 um2
* Mean post-synth cell area at 8.52 um2
* Pwr/cell area at around 140 mW/mm2
* Startpoint Class: input pin
* Tightest Pin Transition at around 0.14 ns
* Synth Seq Share at 0%
* Worst hold start: Y[0]
* Core area at 0.00342 mm2
* Global-route wire length before repair at 759 um
* Flip-flops at 0
* Layout cells sized above 1 at around a tenth
* Register share of total power at 0%
* Yosys cell types at 9
* Cell area after layout at about 330 um2
* Count of tool warnings at 32
* # diodes at 0
* I/O Buffers at 13
* # setup viols final at 0
* Routed WL at roughly 530 um
* Final HPWL DP at 488 um
* Pleak at 0.127 nW
* Area leader share at a little under two fifths
* Final min period at slightly above 3 ns
* First-pass iteration count of the detailed router at 1
* Drt via density at roughly 2.1
* Overflow after GRT at 0
* WP data arrival at ~2.4 ns
* Floorplan core density at ~4%
* Global placement routability congestion at approximately 0.75
* Setup TNS at 0 ns
* Clkbuf count at 0
* Upper clock frequency limit at 327 MHz
* Die Height at roughly 80 um
* Final Cycle Share at between 90% and 100%
* Outcome: complete, no violations
* Via Count at about 160
* Worst hold path class: in -> out
* Pint at about 0.000034 W
* Placement Rows at 21
* RSZ-0062 raised after global routing: false
* Hold-fix buffers at CTS at 0
* Yosys Warn Count at 0
* Crit end category: output port
worst max-delay path: stages:
cell and delay, ns:
clkdlybuf4s50_1 0.47, ha_2 0.20, inv_1 0.06, fa_2 0.35, nor2b_1 0.11, o21ai_0 0.08
nand2b_1 0.07, clkdlybuf4s50_1 0.46
layout make-up:
class                           count  area (um2)
Inverter                            4        15.0
Tap cell                           46        57.6
Timing Repair Buffer               13         130
Fill cell                         406        3090
Multi-Input combinational cell     12         126
layer usage:
metal	up-vias	GRT usage (%)	routed length (um)
li1	77	-	-
met2	11	1.77	156
met5	-	0	0
met4	0	0	0
met1	71	1.85	222
met3	0	1.59	149
power groups by stage:
stage | sequential [W] | clock (W) | combinational, W
4_1_cts | 0 | 0 | 0.0000478
6_report | 0 | 0 | 0.0000473
5_1_grt | 0 | 0 | 0.0000534
cell families (layout without fill, tap and decap cells):
| kind of cell | count (synthesis) | count (layout) | share of synthesized area, % |
|---|---|---|---|
| fa+ha+maj | 5 | 5 | 51.4 |
| compound gates | 3 | 3 | 15.6 |
| xor+xnor | 2 | 2 | 12.8 |
| buf+inv | 4 | 17 | 11.0 |
| simple gates | 2 | 2 | 9.18 |
per-stage QoR:
stage                     instances   power, W
after floorplan                  16  0.0000151
after global placement           75  0.0000468
after detailed placement         75  0.0000474
after CTS                        75  0.0000478
after global routing             75  0.0000534
final                            75  0.0000473
path summary, 6_finish.rpt:
path / end
max: SUM[4]
min: SUM[0]
cells in the final DEF (no fill, tap or decap), drive strengths merged:
cell type	n
clkdlybuf4s50	13
a21oi	1
o21ai	1
fa	1
xnor2	2
inv	4
nor2b	1
nand2b	1
a21o	1
ha	4
timing repair:
| action | in CTS | in global routing |
|---|---|---|
| gates resized | 0 | 2 |
| setup buffers | 0 | 0 |
| setup endpoints to repair | 0 | 1 |
Power figures rest on the tool's default switching activity, not on a simulated workload.
